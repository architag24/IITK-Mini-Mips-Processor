`flow/config.mk`:
```
export PLATFORM = sky130hd
export DESIGN_NAME = fp_alu
export DESIGN_NICKNAME = fp_alu
export VERILOG_FILES = /design/flow/design.v
export SDC_FILE = /design/flow/constraint.sdc
export NUM_CORES = 4
export LEC_CHECK = 1
export CORE_UTILIZATION = 30
```
`flow/constraint.sdc`:
```
current_design fp_alu

set clk_period 38.2
set clk_io_pct 0.2

create_clock -name clk0 -period $clk_period

set non_clock_inputs [all_inputs -no_clocks]
set_input_delay [expr $clk_period * $clk_io_pct] -clock clk0 $non_clock_inputs
set_output_delay [expr $clk_period * $clk_io_pct] -clock clk0 [all_outputs]
```
`flow/design.v`:
```
`timescale 1ns / 1ps
module floating_adder (
    input wire [31:0] inp1 , input [31:0] inp2 , output reg[31:0] out
);
    reg signa , signb;
    reg [7:0] exponenta, exponentb ;
    reg [7:0] diff;
    reg [22:0] ruffa , ruffb;
  reg[24:0] ans;
  reg[23:0] manta, mantb ;
    reg into;
    always @(inp1 or inp2) begin
      into = 0;
        signa = inp1[31]; signb = inp2[31];
        exponenta = inp1[31:23]; exponentb = inp2[31:23];
        manta = {1'b1, inp1[22:0]}; mantb = {1'b1, inp2[22:0]};
        if(signa == signb) begin
            if(exponenta > exponentb) begin
                diff = exponenta - exponentb;
                ruffb = mantb >> diff;
                ans = ruffb + manta;
              if(ans[24] == 1) begin
                    ans = ans >> 1;
                    exponenta = exponenta + 1;
                end
                else begin
                    ans = ans;
                end
                out = {signa , exponenta , ans[22:0]};
            end
            else begin
                diff = exponentb - exponenta;
                ruffa = manta >> diff;
                ans = ruffa + mantb;
              if(ans[24] == 1) begin
                    ans = ans >> 1;
                    exponentb = exponentb + 1;
                end
                else begin
                    ans = ans;
                end
                out = {signb, exponentb , ans[22:0]};
            end
        end
        else begin
            if(inp1[30:0] > inp2[30:0]) begin
                diff = exponenta - exponentb;
                ruffb = mantb >> diff;
                manta = manta - ruffb;
              if(manta[22] == 1) begin
                exponenta = exponenta - 1;
                manta = manta << 1;
              end
              else if(manta[21] == 1) begin
                exponenta = exponenta - 2;
                manta = manta << 2;
              end
              else if(manta[20] == 1) begin
                exponenta = exponenta - 3;
                manta = manta << 3;
              end
              else if(manta[19] == 1) begin
                exponenta = exponenta - 4;
                manta = manta << 4;
              end
              else if(manta[18] == 1) begin
                exponenta = exponenta - 5;
                manta = manta << 5;
              end
              else if(manta[17] == 1) begin
                exponenta = exponenta - 6;
                manta = manta << 6;
              end
              else if(manta[16] == 1) begin
                exponenta = exponenta - 7;
                manta = manta << 7;
              end
              else if(manta[15] == 1) begin
                exponenta = exponenta - 8;
                manta = manta << 8;
              end
              else if(manta[14] == 1) begin
                exponenta = exponenta - 9;
                manta = manta << 9;
              end
              else if(manta[13] == 1) begin
                exponenta = exponenta - 10;
                manta = manta << 10;
              end
              else if(manta[12] == 1) begin
                exponenta = exponenta - 11;
                manta = manta << 11;
              end
              else if(manta[11] == 1) begin
                exponenta = exponenta - 12;
                manta = manta << 12;
              end
              else if(manta[10] == 1) begin
                exponenta = exponenta - 13;
                manta = manta << 13;
              end
              else if(manta[9] == 1) begin
                exponenta = exponenta - 14;
                manta = manta << 14;
              end
              else if(manta[8] == 1) begin
                exponenta = exponenta - 15;
                manta = manta << 15;
              end
              else if(manta[7] == 1) begin
                exponenta = exponenta - 16;
                manta = manta << 16;
              end
              else if(manta[6] == 1) begin
                exponenta = exponenta - 17;
                manta = manta << 17;
              end
              else if(manta[5] == 1) begin
                exponenta = exponenta - 18;
                manta = manta << 18;
              end
              else if(manta[4] == 1) begin
                exponenta = exponenta - 19;
                manta = manta << 19;
              end
              else if(manta[3] == 1) begin
                exponenta = exponenta - 20;
                manta = manta << 20;
              end
              else if(manta[2] == 1) begin
                exponenta = exponenta - 21;
                manta = manta << 21;
              end
              else if(manta[1] == 1) begin
                exponenta = exponenta - 22;
                manta = manta << 22;
              end
              else if(manta[0] == 1) begin
                exponenta = exponenta - 23;
                manta = manta << 23;
              end
              else begin
                exponenta = exponenta;
                manta = manta;
              end
              out = {signa , exponenta , manta[22:0]};
            end
            else begin
                diff = exponentb - exponenta;
                ruffb = manta >> diff;
                manta = mantb - ruffb;
                exponenta = exponentb;
                if(manta[22] == 1) begin
                exponenta = exponenta - 1;
                manta = manta << 1;
              end
              else if(manta[21] == 1) begin
                exponenta = exponenta - 2;
                manta = manta << 2;
              end
              else if(manta[20] == 1) begin
                exponenta = exponenta - 3;
                manta = manta << 3;
              end
              else if(manta[19] == 1) begin
                exponenta = exponenta - 4;
                manta = manta << 4;
              end
              else if(manta[18] == 1) begin
                exponenta = exponenta - 5;
                manta = manta << 5;
              end
              else if(manta[17] == 1) begin
                exponenta = exponenta - 6;
                manta = manta << 6;
              end
              else if(manta[16] == 1) begin
                exponenta = exponenta - 7;
                manta = manta << 7;
              end
              else if(manta[15] == 1) begin
                exponenta = exponenta - 8;
                manta = manta << 8;
              end
              else if(manta[14] == 1) begin
                exponenta = exponenta - 9;
                manta = manta << 9;
              end
              else if(manta[13] == 1) begin
                exponenta = exponenta - 10;
                manta = manta << 10;
              end
              else if(manta[12] == 1) begin
                exponenta = exponenta - 11;
                manta = manta << 11;
              end
              else if(manta[11] == 1) begin
                exponenta = exponenta - 12;
                manta = manta << 12;
              end
              else if(manta[10] == 1) begin
                exponenta = exponenta - 13;
                manta = manta << 13;
              end
              else if(manta[9] == 1) begin
                exponenta = exponenta - 14;
                manta = manta << 14;
              end
              else if(manta[8] == 1) begin
                exponenta = exponenta - 15;
                manta = manta << 15;
              end
              else if(manta[7] == 1) begin
                exponenta = exponenta - 16;
                manta = manta << 16;
              end
              else if(manta[6] == 1) begin
                exponenta = exponenta - 17;
                manta = manta << 17;
              end
              else if(manta[5] == 1) begin
                exponenta = exponenta - 18;
                manta = manta << 18;
              end
              else if(manta[4] == 1) begin
                exponenta = exponenta - 19;
                manta = manta << 19;
              end
              else if(manta[3] == 1) begin
                exponenta = exponenta - 20;
                manta = manta << 20;
              end
              else if(manta[2] == 1) begin
                exponenta = exponenta - 21;
                manta = manta << 21;
              end
              else if(manta[1] == 1) begin
                exponenta = exponenta - 22;
                manta = manta << 22;
              end
              else if(manta[0] == 1) begin
                exponenta = exponenta - 23;
                manta = manta << 23;
              end
              else begin
                exponenta = exponenta;
                manta = manta;
              end
                out = {signb , exponenta , manta[22:0]};
            end
        end
    end
endmodule
`timescale 1ns / 1ps
module fp_alu (
    input  [31:0] a,
    input  [31:0] b,
    input  fp_add,
    output reg [31:0] result
);
    wire [31:0] add_result;
    floating_adder fa (
        .inp1(a),
        .inp2(b),
        .out(add_result)
    );
    always @(*) begin
        if      (fp_add) result = add_result;
        else             result = 32'd0;
    end
endmodule
```
`flow/run.sh`:
```
#!/bin/bash
# OpenROAD 26Q1-2900-gdf79404cd8, Yosys 0.63+post, stock flow scripts
make -C /OpenROAD-flow-scripts/flow DESIGN_CONFIG=/design/flow/config.mk WORK_HOME=/design/flow/orfs finish
```
==> qor.csv <==
metric,value,unit
yosysUniqueCellTypes,101,
yosysWarnings,2,
utilization,33.3,%
maxCapViolations,0,
final_cells,3879,
maxSlewHeadroom,6.90,%
rsz0062_at_grt,false,
simple_gate_share,22.7,%
report.final.hold_viol_count,0,
gp_congestion,1.07,
drv_slew,0,
hold_slack,16.42,ns
area_growth,9.78,%
cp_max_fo,21,
warnings,118,
first_iter_violations,3816,
wl_per_cell,29.6,um
drt-vias-per-instance,6.87,
min_period,27.26,ns
flop_area,0,um^2
p_int,0.268,mW
synth_seq_share,0,%
critPathKind,input pin to output port,
grt_max_degree,39,
grt_pass1_vias,23800,
place_hpwl,83900,um
end_kind,output port,
grt_first_pass_wirelength,166000,um
postCtsSetupBuffers,0,
dp.cells,3877,
power_density,40.5,nW/um^2
power_leakage,7.83,nW
power,0.885,mW
io_buffers,97,
critPathLaunchType,input pin,
avgSynthCellArea,6.40,um^2
synthXorXnorAreaFrac,6.43,%
seq_cells,0,
drtAntennaViolNets,0,
status,"complete, no violations",
post_cts_resized,0,
hp-class,input pin to output port,
ys_chip_area,19900,um^2
setup_viol,0,
hp-start,a[31],
setup_tns,0,ns
grt_overflow,0,
period_used_share,71.4,%
critPathSlowestCell,nor4b_1,
whs_path_depth,4,
layout-drive-gt1-share,7.97,%
aoi_share,44.9,%
clock_buffers,0,
cpMostUsedCell,a21oi_1,
power_switching,0.616,mW
boundaryPins,97,
required,30.56,ns
netlist_area,19900,um^2
core_area,65600,um^2
syn_inst,3108,
track_usage,33.5,%
fp.dieH,259,um
ir_worst_vdd,0.0000272,V
drt_pass1_iterations,7,
fa_ha_area_share,11.5,%
swShare,69.6,%
yosysCellCount,3108,
die_w,259,um
top_logic_kind,AND-OR/OR-AND gates,
antenna_found_initial,4,
crit_arrival,19.62,ns
max_stage_delay,1.16,ns
die_area,67300,um^2
max_freq,36.7,MHz
hold_path_end,result[31],
drc,0,
row_count,94,
vias,26600,
fp_util,30.3,%
worst_slew_pin_slew,1.38,ns
synthMuxAreaShare,6.31,%
wl,115000,um
hold_buffers,0,
## cells in the final DEF (no fill, tap or decap), types with 61 or more instances in the layout
| cell type | netlist | routed |
|---|---|---|
| a21oi_1 | 308 | 307 |
| nand2_1 | 279 | 279 |
| nor2_1 | 262 | 259 |
| o21ai_0 | 248 | 248 |
| ha_1 | 173 | 173 |
| buf_4 | 1 | 115 |
| xnor2_1 | 119 | 104 |
| inv_1 | 98 | 98 |
| clkdlybuf4s50_1 | 0 | 97 |
| nor3_1 | 93 | 92 |
| a211oi_1 | 95 | 92 |
| nand3_1 | 85 | 85 |
| o211ai_1 | 85 | 85 |
| mux2i_1 | 62 | 62 |
| a31oi_1 | 61 | 61 |
## synth_stat cells (21+ instances only)
cell type	n	area [um^2]
a2111oi_0	28	245
a211oi_1	95	713
a21o_1	28	210
a21oi_1	308	1540
a221oi_1	40	350
a31oi_1	61	382
and3_1	27	169
buf_2	53	265
clkbuf_1	236	886
ha_1	173	2160
inv_1	98	368
mux2i_1	62	621
mux4_2	22	495
nand2_1	279	1050
nand2b_1	33	206
nand3_1	85	425
nor2_1	262	983
nor2b_1	26	163
nor3_1	93	465
nor4_1	23	144
o2111ai_1	24	210
o211ai_1	85	638
o21a_1	24	180
o21ai_0	248	1240
o221ai_1	46	403
o22ai_1	38	238
o311ai_0	29	254
o31ai_1	32	240
or2_2	21	131
or3_1	22	138
xnor2_1	119	1040
xor2_1	25	219
## worst max-delay path: cells and delay by family
kind | cells | cell delay (ns)
adders and majority gates | 2 | 1.14
xor gates and xnor gates | 1 | 0.17
and+or+nand+nor | 9 | 3.85
buffers and inverters | 5 | 2.23
AOI/OAI and AO/OA | 13 | 4.18
muxes | 1 | 0.38
## metrics by stage
step           setup WS, ns  cell area (um^2)
3_3_place_gp          11.65             21800
3_5_place_dp          11.74             21800
6_report              10.94             21800
2_1_floorplan         15.59             19900
4_1_cts               11.72             21800
5_1_grt               10.61             21800
## kinds of logic after synthesis
logic type,Yosys count
fa+ha+maj,179
mux,96
buf+inv,412
compound gates,1320
xor+xnor,145
simple gates,956
## final cells by class
cell class | instances | area [um^2]
tap | 864 | 1080
inverter | 105 | 394
fill | 7226 | 43800
multi-input combinational | 2696 | 18500
antenna | 2 | 5.00
timing repair buffer | 212 | 1830
## worst max-delay path by stage
stage / from / to / slack, ns / depth (start not counted)
4_1_cts: a[28] / result[25] / 11.72 / 31
5_1_grt: a[28] / result[25] / 10.61 / 30
6_report: a[28] / result[25] / 10.94 / 31
## routing by layer
metal / routed length, um / up-vias / track usage (%)
li1: - / 11700 / -
met1: 46100 / 12600 / 46.1
met2: 48200 / 1978 / 49.6
met3: 13400 / 405 / 7.76
met4: 6960 / 2 / 15.2
met5: 9 / - / 0
Power is estimated from default activity; no workload was simulated.
