--- flow/config.mk ---
export PLATFORM = sky130hd
export DESIGN_NAME = fp_register_file
export DESIGN_NICKNAME = fp_register_file
export VERILOG_FILES = /design/flow/design.v
export SDC_FILE = /design/flow/constraint.sdc
export NUM_CORES = 4
export LEC_CHECK = 1
export CORE_UTILIZATION = 40
--- flow/design.v ---
`timescale 1ns / 1ps
module fp_register_file (
    input         clk,
    input         reset,
    input         fp_write,        
    input  [4:0]  frs, frt, frd,    
    input  [31:0] fp_write_data,   
    output [31:0] fp_read_data1,   
    output [31:0] fp_read_data2    
);
    reg [31:0] f_registers [0:31];
    integer i;
    initial begin
        f_registers[0] = 32'h40000000;
        f_registers[1] = 32'h40800000;
    end
    always @(posedge clk) begin
        if (fp_write && frd != 0)
            f_registers[frd] <= fp_write_data;
    end
    assign fp_read_data1 = f_registers[frs];
    assign fp_read_data2 = (frt != 0) ? f_registers[frt] : 32'd0;
endmodule
--- flow/constraint.sdc ---
current_design fp_register_file

set clk_period 10.1
set clk_io_pct 0.2

create_clock -name clk0 -period $clk_period [get_ports {clk}]

set non_clock_inputs [all_inputs -no_clocks]
set_input_delay [expr $clk_period * $clk_io_pct] -clock clk0 $non_clock_inputs
set_output_delay [expr $clk_period * $clk_io_pct] -clock clk0 [all_outputs]
--- flow/run.sh ---
#!/bin/bash
# OpenROAD 26Q1-2900-gdf79404cd8, Yosys 0.63+post, stock flow scripts
make -C /OpenROAD-flow-scripts/flow DESIGN_CONFIG=/design/flow/config.mk WORK_HOME=/design/flow/orfs finish
==> results.cfg <==
; synthesis and place-and-route metrics
[final_timing]
tns_ps = 0
worst_hold_slack_ps = 2160
hold_viol = 0
finalClockPeriodUsage = 0.792
worst_slew_pin_slew_ps = 1030
finalSetupViolations = 0
period_minus_slack_ps = 8000
slew_headroom = 0.313
rsz0062_at_grt = false
finalMaxSlewViolations = 0
fmax_mhz = 125

[worst_setup_path]
cp_data_arrival_time_ps = 5980
cp_max_fo = 19
path_class = primary input to primary output
cp_common_cell = buf_4
slowest_stage = or4_2
cp_top_family = simple AND/OR/NAND/NOR gates
end_kind = primary output
required_ps = 8080
path_cells = buf_2 > buf_4 > or2_2 > or4_2 > buf_4 > o21ai_0 > a311oi_1 > clkdlybuf4s50_1
slowest_delay_ps = 840
critPathBufInv = 4
startpoint_type = primary input

[global_route]
grt_pass1_wl_um = 198000
grtUsageTotal = 0.261
antenna_found_initial = 3
grt_pass1_vias = 28800
grt_overflow_total = 0
grt_max_degree = 98

[floorplan]
fp-utilization = 0.404
coreArea_um2 = 116000
die_area_um2 = 119000
ios = 114
fp-row-count = 125
die_x_um = 345
die_height_um = 345

[synth]
yosys_area_um2 = 47100
avgSynthCellArea_um2 = 21.8
ys_cells = 2161
syn_inst = 2161
postSynthSeqShare = 0.654
syn-cell-area_um2 = 47100
synth_cell_type_count = 28
synth_flops = 1024
ys.warnings.count = 1

[route]
vias_per_cell = 6.33
postRouteAntennaNets = 0
vias = 25000
drc_errors = 0
drt-initial-drc-count = 1522
drt_wl_total_um = 137000
routedWlPerCell_um = 34.6
dr.pass1.iters = 5

[power_and_ir_drop]
totalPowerFinal_w = 0.00963
ir_drop_mv = 0.143
power_leakage_nw = 16.6
power.density_nw_per_um2 = 178

[clocking]
hold_buffers = 0
cts_root_buf = clkbuf_16
cts_htree_levels = 3
clockBufferDepth = 3
tritoncts = done
cts.repair.resized = 0
path_clk_slew_ps = 60
cts.sinks = 1024
post_cts_buffers = 0
cts_inserted_buffers = 109

[final_layout]
reg_top3 = f_registers x1024
fillers = 9382
synthToLayoutAreaGrowth_pct = 14.7
drive_gt1_frac = 0.376
largest_reg_flops = 1024
logic_area_um2 = 15800
register_area_um2 = 30700
top_register = f_registers

[run]
maxCapViolCount = 0
warning_count = 27

[outcome]
status = complete, no violations

[min_path]
hold_path_class = primary input to flip-flop

[placement]
io_buffers = 112
place_hpwl_um = 74600
place_congestion = 0.824
==> where the power goes <==
group | internal [W] | switching (W) | total [W]
clock | 0.00239 | 0.00166 | 0.00405
sequential | 0.00474 | 0.0000249 | 0.00477
combinational | 0.000392 | 0.000420 | 0.000812
==> metrics by stage <==
stage | std cells | util | setup WS [ps] | instance area, um2
6_report | 3942 | 0.464 | 2100 | 54000
5_1_grt | 3941 | 0.464 | 2180 | 54000
4_1_cts | 3941 | 0.464 | 2130 | 54000
3_5_place_dp | 3739 | 0.433 | 2150 | 50300
3_3_place_gp | 3739 | 0.433 | 2150 | 50300
2_1_floorplan | 2192 | - | 4310 | 47200
==> logic make-up (layout without fill, tap and decap cells) <==
family	Yosys count	count (layout)	synth area share
flip-flops	1024	1024	0.654
multiplexers	672	672	0.289
AND-OR/OR-AND	183	183	0.0280
buffers and inverters	178	403	0.0180
AND/OR/NAND/NOR	103	103	0.0111
other	1	33	0.0000797
==> synth_stat cells, drive strengths merged <==
cell type | count | share of area
edfxtp | 1024 | 0.65
mux4 | 544 | 0.26
buf | 90 | 0.011
clkbuf | 87 | 0.0069
mux2 | 64 | 0.015
mux2i | 64 | 0.014
o21ai | 55 | 0.0059
nor2 | 35 | 0.0028
nor2b | 34 | 0.0045
a211oi | 32 | 0.0051
a22oi | 32 | 0.0051
a311oi | 32 | 0.0060
a221oi | 23 | 0.0043
nand2 | 19 | 0.0015
o2111ai | 9 | 0.0017
nand3b | 5 | 0.00080
or3b | 3 | 0.00056
nand3 | 2 | 0.00021
and2 | 1 | 0.00013
conb | 1 | 0.000080
inv | 1 | 0.000080
nand2b | 1 | 0.00013
or2 | 1 | 0.00013
or3 | 1 | 0.00013
or4 | 1 | 0.00016
==> cells in the final DEF (no fill, tap or decap), drive strengths merged <==
cell           netlist  layout
nand2b               1       1
nand2               19      19
edfxtp            1024    1024
buf                 90      98
mux2                64      64
nor2b               34      34
mux2i               64      64
inv                  1       5
or3                  1       1
a211oi              32      32
conb                 1      32
clkbuf              87     130
or4                  1       1
mux4               544     544
nand3b               5       5
clkinv               0      47
o2111ai              9       9
nor2                35      35
a221oi              23      23
a22oi               32      32
diode                0       1
a311oi              32      32
bufinv               0      15
o21ai               55      55
nand3                2       2
clkinvlp             0       6
or3b                 3       3
clkdlybuf4s50        0     102
and2                 1       1
or2                  1       1
==> metal layers <==
layer  vias to the layer above  wire (um)  track usage
met5                         -        407       0.0260
met4                        19       4580       0.0642
met3                       285      26500        0.226
met2                      1975      64600        0.378
met1                     12700      40500        0.292
li1                       9940          -            -
==> final timing paths <==
kind	startpoint	endpoint	slack, ps	cells past startpoint
setup / recovery	frt[4]	fp_read_data2[26]	2100	8
hold / removal	fp_write_data[7]	f_registers[9][7]	2160	2
==> area by class of cell <==
class / instances / area share
Multi-Input combinational cell: 990 / 0.293
Sequential cell: 1024 / 0.570
Timing Repair Buffer: 200 / 0.0343
Clock buffer: 130 / 0.0528
Antenna cell: 1 / 0.0000464
Clock inverter: 72 / 0.0144
Tap cell: 1524 / 0.0353
Inverter: 1 / 0.0000927
Power and IR drop assume default switching activity.
